===== ./config.mk =====
export PLATFORM = sky130hd
export DESIGN_NAME = single_clock_fifo_bh
export DESIGN_NICKNAME = single_clock_fifo_bh
export VERILOG_FILES = /design/flow/design.v
export SDC_FILE = /design/flow/constraint.sdc
export NUM_CORES = 4
export LEC_CHECK = 1
export CORE_UTILIZATION = 30

===== ./constraint.sdc =====
current_design single_clock_fifo_bh

set clk_period 11.8
set clk_io_pct 0.2

create_clock -name clk0 -period $clk_period [get_ports {clk}]

set non_clock_inputs [all_inputs -no_clocks]
set_input_delay [expr $clk_period * $clk_io_pct] -clock clk0 $non_clock_inputs
set_output_delay [expr $clk_period * $clk_io_pct] -clock clk0 [all_outputs]

===== ./design.v =====
`timescale 1ns/100ps
module single_clock_fifo_bh(clk,rst,buf_in,buf_out,wr_en,rd_en,buf_empty,buf_full,fifo_counter);
  input clk,rst,wr_en,rd_en;
  input [7:0] buf_in;
  output [7:0]buf_out;
  output buf_empty,buf_full;
  output [6:0] fifo_counter;
  reg [7:0] buf_out;
  reg buf_empty,buf_full;
  reg [6:0] fifo_counter;
  reg [7:0] buf_mem[63:0];
  reg [5:0] rd_ptr, wr_ptr; 
  always @(fifo_counter)begin
    buf_empty=(fifo_counter==0);
    buf_full=(fifo_counter==64);
  end
  always @(posedge clk or posedge rst) begin
    if(rst)
      fifo_counter<=0;
  else if ((!buf_full && wr_en) && (!buf_empty && rd_en))
    fifo_counter<=fifo_counter;
  else if(!buf_full && wr_en)
    fifo_counter<=fifo_counter+1;
  else if(!buf_empty && rd_en)
    fifo_counter<=fifo_counter-1;
  else
    fifo_counter<=fifo_counter;
  end
  always @(posedge clk or posedge rst)begin
    if(rst)
      buf_out<=0;
  else begin
    if(rd_en && !buf_empty)
      buf_out<=buf_mem[rd_ptr];
    else
      buf_out<=buf_out;
  end
  end
  always @(posedge clk)begin
    if(wr_en && !buf_full)
      buf_mem[wr_ptr]<=buf_in;
    else
      buf_mem[wr_ptr]<=buf_mem[wr_ptr];                                                  
  end
  always @(posedge clk or posedge rst) begin
    if(rst) begin
      wr_ptr<=0;
      rd_ptr<=0;
    end
    else begin
      if(!buf_full && wr_en)
        wr_ptr<=wr_ptr+1;
      else
        wr_ptr<=wr_ptr;
      if(!buf_empty && rd_en)
        rd_ptr<=rd_ptr+1;
      else
        rd_ptr<=rd_ptr;
    end
  end
endmodule

===== ./run.sh =====
#!/bin/bash
# OpenROAD 26Q1-2900-gdf79404cd8, Yosys 0.63+post, stock flow scripts
make -C /OpenROAD-flow-scripts/flow DESIGN_CONFIG=/design/flow/config.mk WORK_HOME=/design/flow/orfs finish

==> run summary <==
Update from the flow run.

In this run, the combinational gates consume 25.4% of the power. In this run the power spent charging and discharging nets is 1.631 mW. The worst relative slew slack is 46.13%.

A synthesized cell averages 19.24 µm². The area fraction of the dominant cell type after synthesis is 71.93%. After layout, the design draws a total of 5.560 mW.

For this design, the CTS-stage hold fixing added 0 buffers. The worst setup path is captured at an output port. RePlAce ended its routability-driven mode at a weighted congestion of 0.8634.

Summed over all nets, wire length on met2 after detailed routing comes to 24330 µm. The die span in x is 268.9 µm. After filler insertion, the fill cell instance count of the layout stands at 6394.

The number of buffers created by CTS is 53. The total clock sinks is 539. The critical path endpoint has a required time of 9.44 ns.

Of all flip-flops after synthesis, the portion carrying an async set or reset was 5.009%. The critical path start-end classification is reg -> out. The critical path in the final layout is reported with a setup slack of 6.744 ns. Looking at the power breakdown, the clock network takes 32.2% of the total.

The final timing report lists clock skew as 0.009654 ns. The final period demand of the worst path is 5.056 ns. Leaving out filler cells and counting taps, the final layout contains 2139. The initial antenna violation count is 0. The met3 wire length is 5943 µm. The number of antenna diodes is 0. The power report attributes to the sequential group a share of 42.4%. The clock insertion delay at the later pin of the skew report is 0.60 ns. The starting density of the core is 30.42%. The clock tree root driver cell is clkbuf_16.

The main area contributors are edfxtp_1, mux4_2, mux2i_1, dfrtp_1, mux2_2. The number of cells after detailed placement is 2041. In this run, synthesis inferred 512 flip-flops with an integrated enable. In the final report, the number of hold violations comes to 0.

The site row count is 97. The script parses the final routing iteration and logs DRC violations as 0. The number of global-route vias before repair is 11770. The worst path uses 42.85% of the clock period.

The largest net degree at the start of global routing is 53. The flow ran to the end, and the final reports show no timing, DRC or antenna violations. Per the timing report, the achievable frequency comes out to 197.8 MHz. The number of warnings in the stage logs is 26.

The half-perimeter wire length of the detailed placement result is 30450 µm. After detailed routing, the average wire length per cell comes to 22.83 µm. During I/O placement, the number of pins put on the boundary was 29. The script computed the net switching share of total power as 29.34%. Nets still carrying antenna violations after routing amount to 0. Relative to the synthesized area, the layout overhead comes to 14.83%. Internal power comes to 3.929 mW. The count of instantiated cells in the yosys netlist is 1111. The commonest cells after synthesis are edfxtp_1, mux2i_1, nor2_1, mux4_2, nand2_1. The tightest min-delay check is of the reg -> reg type.

The most common flop cell mapped by yosys is edfxtp_1. For the final routed database, the setup TNS stands at 0 ns. The all-layer global routing usage is 14.92%. The H-tree generated during clock tree synthesis spans 2 levels. In the CTS report, the clock slew at the register clock pins of the worst setup and hold paths is listed as 0.06 ns.

Looking at the post-CTS report, the setup buffer insertion count equals 0. Across all layers, the routed design uses 10570 vias. The met1 routed wirelength after detailed routing is 17240 µm. STA classifies the critical path startpoint as a flop. The average via count per standard cell is 4.942. For the pin with the worst max-slew slack, the measured transition is 0.8062 ns.

The vertical die dimension is 268.9 µm. The number of distinct library cell variants in the gate-level netlist after synthesis is 55. The first global-routing pass estimated 73460 µm of wire. Per the detail_route log, the uppermost layer with routed signals is met4.

Per the run summary, max-cap violations total 0. The most common cell in the synthesized netlist is edfxtp_1. The number of violations reported at the end of detailed-routing iteration 0 is 641.

The areal power density over the cells is 226.5 nW/µm². The highest supply drop recorded on VDD is 0.1185 mV. The warning tally printed by Yosys for this design is 1.

The layout cell share with drive strength beyond 1 is 20.43%. The total area inside the core boundary comes to 70270 µm². Gates resized during post-CTS repair numbered 0. The maximum buffer depth of the clock tree is 3. OpenSTA, run right after detailed placement, puts the worst setup slack at 6.617 ns. TritonCTS built the clock tree.

Synthesis produced a netlist whose cell count is 1111. The count of pins over their slew limit is 0. In this run the worst path has a maximum fanout of 5. The total global routing overflow is 0. The overall die area is 72320 µm². As logged by OpenROAD, the buffers inserted on ports number 28. The post-synthesis register bit count is 539. The sequential share of the synthesized area is 75.09%.

The length of the first detailed-routing pass in iterations is 5. The cell area that synthesis handed to floorplanning was 21370 µm². For the worst setup path, the data arrival time is 2.70 ns. Summed over all instances, the cell type with the most area after synthesis is edfxtp_1. Setup repair after global routing left no endpoint under its margin. The number of failing setup endpoints in the final timing report is 0.

The leakage component of the power was reported as 7.850 nW. The yosys synthesis chip area is 21370 µm². For this block, the routed nets add up to 48820 µm of wire.
-- kinds of logic after synthesis --
logic type / count (synthesis) / synth area share [%]
mux: 202 / 14.51
xor+xnor: 16 / 0.7259
buf+inv: 71 / 1.551
fa+ha+maj: 9 / 0.5620
flops: 539 / 75.09
simple gates: 160 / 3.331
compound gates: 114 / 4.232
-- path summary, 6_finish.rpt --
check / depth (start not counted) / end / start / slack [ns]
setup / recovery: 3 / buf_full / fifo_counter[0] / 6.74
hold / removal: 1 / wr_ptr[2] / wr_ptr[2] / 0.53
setup reg to reg: 6 / buf_out[3] / rd_ptr[0] / 8.10
hold reg to reg: 1 / wr_ptr[2] / wr_ptr[2] / 0.53
max in group asynchronous: 3 / rd_ptr[1] / rst / 9.32
min in group asynchronous: 3 / fifo_counter[0] / rst / 2.14
-- state kept, by name (all words and copies together) (netlist names) --
register	cells
buf_mem	512
rd_ptr	6
buf_out	8
fifo_counter	7
wr_ptr	6
-- power groups by stage --
stage / registers [mW] / logic, mW / clock network [mW]
finish: 2.36 / 1.41 / 1.79
global route: 2.38 / 1.53 / 1.89
CTS: 2.36 / 1.44 / 1.82
-- worst max-delay path, cell delays in order, from the launching register on --
cell	delay [ns]
dfrtp_1	0.46
or4_4	0.56
nor4_1	0.49
clkdlybuf4s50_1	0.59
-- cell usage in the layout, fill, tap and decap left out, drive strengths merged, types with 2 or more instances in the layout --
cell type	instances
clkinvlp	2
a21o	2
or3b	2
xnor2	14
o22ai	15
o21ai	5
dfrtp	27
o2111ai	8
inv	11
a22oi	6
edfxtp	512
a211o	13
clkinv	27
bufinv	11
clkbuf	58
nor4	2
a221o	6
o221a	2
nand4	2
o22a	8
nand3	12
nor2	84
nand2	37
nor3	2
a21oi	10
mux4	83
xor2	2
mux2i	87
clkdlybuf4s50	20
and2	2
ha	8
nand3b	5
nor2b	5
o211ai	22
buf	30
mux2	32
nor3b	2
a221oi	8
o41a	2
-- routing by layer --
layer	vias up	GRT usage, %
met5	-	0
met4	0	3.486
met3	83	8.804
met2	526	24.14
met1	5348	17.28
li1	4615	-
-- per-stage QoR --
step / hold WS [ns] / utilization, % / area (µm²)
floorplan: 0.4377 / - / 21370
global placement: 0.5118 / 32.27 / 22680
detailed placement: 0.5156 / 32.27 / 22680
CTS: 0.5274 / 34.93 / 24540
global route: 0.5539 / 34.93 / 24540
finish: 0.5254 / 34.93 / 24540
-- final cells by class --
| cell class | count | area (µm²) | area share (%) |
|---|---|---|---|
| flip-flops and latches | 539 | 16060 | 65.44 |
| multi-input cells | 501 | 4992 | 20.34 |
| clock buffers | 58 | 1388 | 5.654 |
| well taps | 940 | 1176 | 4.792 |
| clock inverters | 40 | 480.5 | 1.958 |
| repair buffers | 50 | 405.4 | 1.652 |
| inverters | 11 | 41.29 | 0.1682 |
No activity file was given, so power comes from the tool's default toggle rates.
